==> design/flow/design.v <==
module FlipFlop_withoutreset
(
	input D,
	input clk,
	output Q
);
	always @(posedge clk) begin
		Q <= D; 
	end
endmodule
module FPU
#(parameter n = 9)
(
	input [n-1:0] DATAIN_1, DATAIN_2,
	input  AddSubF,
	output [3:0] exp_Diff,
	output [3:0] smaller_fract,
	output [3:0] larger_fract,
	output [5:0] pre_out,
	output [5:0] shifted_fract,
	output [5:0] pre_fract,
	output [n-1:0] DATAOUT	
);
	reg [2:0] exp_A, exp_B;
	reg [4:0] fract_Diff;
	wire [2:0] shift_amount;
	wire [2:0] exp_com;
	wire [3:0] OUT1,OUT2;
	wire Result_sign;
	always @(DATAIN_1[7:4], DATAIN_2[7:4]) begin
		exp_A = (DATAIN_1[7] == 0)?DATAIN_1[6:4]:~DATAIN_1[6:4];
		exp_B = (DATAIN_2[7] == 0)?DATAIN_2[6:4]:~DATAIN_2[6:4];
	end
	assign exp_Diff = exp_A - exp_B;
	assign fract_Diff = DATAIN_1[3:0] - DATAIN_2[3:0];
	always @(exp_Diff, fract_Diff, DATAIN_1[3:0], DATAIN_2[3:0], exp_A, exp_B) begin
		larger_fract <= 0;
		smaller_fract <= 0;
		if(exp_Diff[3] == 1'b0) begin
			if (exp_Diff[2:0] != 3'b000) begin
				larger_fract <= DATAIN_1[3:0];
				smaller_fract <= DATAIN_2[3:0];
				shift_amount = exp_Diff[2:0];
				exp_com = exp_A;
			end
			else if (exp_Diff[2:0] == 3'b000) begin
				if(fract_Diff[4] == 1'b0) begin
					larger_fract <= DATAIN_1[3:0];
					smaller_fract <= DATAIN_2[3:0];
					shift_amount = exp_Diff[2:0];
					exp_com = exp_A;
				end
				else begin
					larger_fract <= DATAIN_2[3:0];
					smaller_fract <= DATAIN_1[3:0];
					shift_amount = exp_Diff[2:0];
					exp_com = exp_B;
				end
			end
		end
		else begin 
			if(exp_Diff[3] == 1'b1) begin
				larger_fract <= DATAIN_2[3:0];
				smaller_fract <= DATAIN_1[3:0];
				shift_amount = ~exp_Diff[2:0];
				exp_com = exp_B;
			end
		end
	end
	Shifter S1 (smaller_fract, shift_amount, shifted_fract);
	assign pre_fract = {2'b01,{larger_fract}};
	always @(AddSubF, pre_fract, shifted_fract) begin
		pre_out = {6{1'b0}};
		if(AddSubF == 1'b0) begin
			pre_out <= pre_fract + shifted_fract;
		end
		else
			pre_out <= 0;
	end
	Normalize N1 (pre_out, exp_com, OUT1, OUT2);
	always @(exp_Diff, fract_Diff, DATAIN_1, DATAIN_2) begin
		if (exp_Diff[3] == 0) begin
			if(exp_Diff[2:0] != 0) begin
				Result_sign = DATAIN_1[8];
			end
			else
				if (fract_Diff[4] == 0) begin
					Result_sign = DATAIN_1[8];
				end
				else
					Result_sign = DATAIN_2[8];
		end
		else
			Result_sign = DATAIN_2[8];
	end
	assign DATAOUT[7:4] = OUT1;
	assign DATAOUT[3:0] = OUT2;
	assign DATAOUT[8] = Result_sign;
endmodule
module Lab6
#(parameter n = 9)
( 
	input [n-1:0] DIN,
	input resetn, clk, Run,
	output [n-1:0] DOUT,
	output [n-1:0] ADDR,
	output W,
	output Done
);
typedef enum bit [2:0] {T0 = 3'b000, T1 = 3'b001, T2 = 3'b010, T3 = 3'b011, T4 = 3'b100, T5 = 3'b101} state;
wire [0:7] Rin, Rout;
wire [n-1:0] BusWires, Sum, SumF;
wire IRin, ADDRin, DINout, DOUTin, Ain, AFin, Gin, GFin, AddSub, AddSubF;
wire [1:0] Gout;
state Tstep_Q,Tstep_D;
reg [2:0] I;
reg [0:7] Xreg, Yreg;
reg [n-1:0] R0, R1, R2, R3, R4, R5, R6, R7, A, AF, GF, G;
reg [1:n] IR;
wire pc_incr, W_D, Z_D;
	always @(Tstep_Q, Run, Done) begin
		case (Tstep_Q)
			T0:  
				if (!Run) Tstep_D = T0;
				else Tstep_D = T1;
			T1:  
				Tstep_D = T2;
			T2:  
				Tstep_D = T3;
			T3:  
			begin
				if(Done == 1'b1) Tstep_D = T0;
				else Tstep_D = T4;
			end
			T4:  
				Tstep_D = T5;
			T5:  
				if(Done == 1'b1) Tstep_D = T0;
				else Tstep_D = T5;
			default: Tstep_D = T0;
		endcase
	end
	always @(posedge clk, negedge resetn) begin
		if (!resetn) begin
			Tstep_Q <= T0;
		end
		else
			Tstep_Q <= Tstep_D;
	end
	assign I = IR[1:3];
	dec3to8 DecX (IR[4:6], 1'b1, Xreg);
	dec3to8 DecY (IR[7:9], 1'b1, Yreg);
	always @(Tstep_Q, I, Xreg, Yreg, Z_D, Run) begin
		case(Tstep_Q)
			T0:  
			begin
					Rout <= 8'b00000001; 	  
					ADDRin <= 1'b1;
					pc_incr <= Run; 		     
			end
			T1:  
			begin
					Rout <= 8'b00000001; 	  
					ADDRin <= 1'b1;
			end
			T2:  
					IRin <= 1'b1;
			T3:  
				case(I)
					3'b000:  
					begin
							Rout <= Yreg;
							Rin <= Xreg;
							Done_tick <= 1'b1;
					end
					3'b001:  
					begin
							DINout <= 1'b1;
							Rin <= Xreg;
							pc_incr <= 1'b1;
							Done <= 1'b1;
					end
					3'b010:  
					begin
							Rout <= Xreg;
							Ain <= 1'b1;
					end
					3'b011:  
					begin
							Rout <= Xreg;
							Ain <= 1'b1;
					end
					3'b100:  
					begin
							Rout <= Yreg;
							ADDRin <= 1'b1;
					end
					3'b101:  
					begin
							Rout <= Yreg;
							ADDRin <= 1'b1;
					end
					3'b110:  
					begin
							if (Z_D == 1'b1) begin
								Rout <= Yreg;
								Rin <= Xreg;
								Done <= 1'b1;
							end
							else
								Rout <= 8'b00000000;
								Rin  <= 8'b00000000;
								Done <= 1'b1;
					end
					default: 
					begin 
						Rout <= 8'b00000000;
						Rin  <= 8'b00000000;
					end
					3'b111:  
					begin
						Rout <= Xreg;
						AFin <= 1'b1;
					end
				endcase
			T4:  
					case(I)
						3'b010:  
						begin
							Rout <= Yreg;
							Gin <= 1'b1;
						end
						3'b011:  
						begin
							Rout <= Yreg;
							AddSub <= 1'b1;
							Gin <= 1'b1;
						end
						3'b100:  
						begin
							W_D <= 1'b0; 		   
						end
						3'b101:  
						begin
							Rout <= Xreg;
							DOUTin <= 1'b1;
							W_D <= 1'b1;
						end
						3'b111:  
						begin
							Rout <= Yreg;
							GFin <= 1'b1;
							AddSubF <= 1'b0;
						end
					endcase
			T5:  
					case(I)
						3'b010:  
						begin
							Gout <= 2'b10;
							Rin <= Xreg;
							Done_tick <= 1'b1;
						end
						3'b011:  
						begin
							Gout <= 2'b10;
							Rin <= Xreg;
							Done_tick <= 1'b1;
						end
						3'b100:  
						begin
							DINout <= 1'b1;
							Rin <= Xreg;
							Done_tick <= 1'b1; 
						end
						3'b101:  
						begin
							Done_tick <= 1'b1;   
						end
						3'b111:  
						begin
							Gout <= 2'b01;
							Rin <= Xreg;
							Done_tick <= 1'b1;
						end
					endcase
		endcase
	end
	regn Reg_0 (BusWires, Rin[0], clk, R0);
	regn Reg_1 (BusWires, Rin[1], clk, R1);
	regn Reg_2 (BusWires, Rin[2], clk, R2);
	regn Reg_3 (BusWires, Rin[3], clk, R3);
	regn Reg_4 (BusWires, Rin[4], clk, R4);
	regn Reg_5 (BusWires, Rin[5], clk, R5);
	regn Reg_6 (BusWires, Rin[6], clk, R6);
	Counter pc    (BusWires, resetn , clk, pc_incr, Rin[7], R7);
	regn Reg_A     (BusWires, Ain   , clk, A);
	regn Reg_AF		(BusWires, AFin  , clk, AF);
	regn Reg_DOUT  (BusWires, DOUTin, clk, DOUT);
	regn Reg_ADDR  (BusWires, ADDRin, clk, ADDR);
	regn Reg_IR    (DIN     , IRin  , clk, IR);
	FlipFlop_withoutreset Reg_W (W_D     , clk, W);
	FPU F1 (AF, BusWires, AddSubF, SumF);
	always @(AddSub, A, BusWires) begin
		if(AddSub == 1'b0) begin
			Sum <= A + BusWires;  
		end
		else
			Sum <= A - BusWires;  
	end
	regn Reg_G (Sum, Gin, clk, G);
	regn Reg_GF (SumF, GFin, clk, GF);
	assign Z_D = (G == '0)?1'b0:1'b1;
	Multiplexers MUX (R0, R1, R2, R3, R4, R5, R6, R7, G, GF, DIN, Rout[0:7], Gout, DINout, BusWires);
assign Done = Done_tick;
endmodule
module Multiplexers
(
	input [8:0] R0,R1,R2,R3,R4,R5,R6,R7,G,GF,DIN,
	input [0:7] Rout,
	input [1:0] Gout,
	input DINout,
	output [8:0] BusWires
);
	always @(*) begin
		if(Rout[0] == 1) begin
			BusWires = R0;
		end
		else if(Rout[1] == 1) begin
			BusWires = R1;
		end
		else if(Rout[2] == 1) begin
			BusWires = R2;
		end
		else if(Rout[3] == 1) begin
			BusWires = R3;
		end
		else if(Rout[4] == 1) begin
			BusWires = R4;
		end
		else if(Rout[5] == 1) begin
			BusWires = R5;
		end
		else if(Rout[6] == 1) begin
			BusWires = R6;
		end
		else if(Rout[7] == 1) begin
			BusWires = R7;
		end
		else if(Gout == 2'b10) begin
			BusWires = G;
		end
		else if(Gout == 2'b01) begin
			BusWires = GF;
		end
		else if(DINout == 1) begin
			BusWires = DIN;
		end
		else
			BusWires = 0;
	end
endmodule
module Normalize
(
	input [5:0] DATAIN,
	input [2:0] exp_com,
	output [3:0] Exp,
	output [3:0] DATAOUT
);
	wire [3:0] pre_DATAOUT;
	wire [3:0] pre_Exp;
	always @(DATAIN, exp_com) begin
		pre_DATAOUT = 0;
		pre_Exp = 0;
		if(DATAIN[5] == 1) begin
			pre_DATAOUT = DATAIN[4:1];
			pre_Exp = exp_com + 3'b001;
		end
		else 
			if (DATAIN[4] == 1) begin
				pre_DATAOUT = DATAIN[3:0];
				pre_Exp = exp_com;
			end
			else
				if (DATAIN[3] == 1) begin
					pre_DATAOUT = {{DATAIN[2:0]},1'b0};
					pre_Exp = exp_com - 3'b001;
				end
				else
					if(DATAIN[2] == 1) begin
						pre_DATAOUT = {{DATAIN[1:0]},2'b00};
						pre_Exp = exp_com - 3'b010;
					end
					else
						if (DATAIN[1] == 1) begin
							pre_DATAOUT = {{DATAIN[0]},3'b000};
							pre_Exp = exp_com - 3'b011;
						end
						else 
							if (DATAIN[0] == 1) begin
								pre_DATAOUT = 0;
								pre_Exp = exp_com - 3'b100;
							end
	end
	assign DATAOUT = pre_DATAOUT;
	assign Exp = pre_Exp;
endmodule
module Counter
#(parameter n = 9)
( 
	input [n-1:0] R,
	input resetn, clk, incr_PC, PC_EN,
	output [n-1:0] Q
);
	wire [n-1:0] Count;
	always @(posedge clk, negedge resetn) begin
		if (!resetn) begin
			Count <= {n{1'b0}};
		end
		else 
			if (PC_EN == 1'b1) begin
				Count <= R;
			end
			else if (incr_PC == 1) begin
				Count <= Count + 1;
			end
	end
assign Q = Count;
endmodule
module Shifter
(
	input [3:0] smaller_fract,
	input [2:0] shift_amount,
	output [5:0] shifted_fract
);
	wire [5:0] pre_smaller_fract;
	assign pre_smaller_fract = {2'b01,{smaller_fract}};
	always @(shift_amount, pre_smaller_fract) begin
		case(shift_amount)
			3'b000: shifted_fract = pre_smaller_fract;
			3'b001: shifted_fract = {1'b0,{pre_smaller_fract[5:1]}};
			3'b010: shifted_fract = {2'b00,{pre_smaller_fract[5:2]}};
			3'b011: shifted_fract = {3'b000,{pre_smaller_fract[5:3]}};
			default: shifted_fract = {6{1'b0}};
		endcase
	end
endmodule
module dec3to8  
( 
	input [2:0] sel,
	input En,
	output [0:7] Y
);
	always @(sel,En) begin
		if (En == 1) begin
			case (sel)
				3'b000:  Y = 8'b10000000;
				3'b001:  Y = 8'b01000000;
				3'b010:  Y = 8'b00100000;
				3'b011:  Y = 8'b00010000;
				3'b100:  Y = 8'b00001000;
				3'b101:  Y = 8'b00000100;
				3'b110:  Y = 8'b00000010;
				default:  Y = 8'b00000001;
			endcase
		end
		else
			Y <= 8'b00000000;
	end
endmodule
module regn
#(parameter n = 9)
(
	input [n-1:0] R,
	input Rin,clk,
	output reg [n-1:0] Q
);
always @(posedge clk) begin
	if (Rin == 1'b1) begin
		Q <= R;
	end
end
endmodule
==> design/flow/run.sh <==
#!/bin/bash
# OpenROAD 26Q1-2900-gdf79404cd8, Yosys 0.63+post, stock flow scripts
make -C /OpenROAD-flow-scripts/flow DESIGN_CONFIG=/design/flow/config.mk WORK_HOME=/design/flow/orfs finish
==> design/flow/config.mk <==
export PLATFORM = sky130hd
export DESIGN_NAME = Lab6
export DESIGN_NICKNAME = Lab6
export VERILOG_FILES = /design/flow/design.v
export SDC_FILE = /design/flow/constraint.sdc
export NUM_CORES = 4
export LEC_CHECK = 1
export CORE_UTILIZATION = 30
==> design/flow/constraint.sdc <==
current_design Lab6

set clk_period 3.9
set clk_io_pct 0.2

create_clock -name clk0 -period $clk_period [get_ports {clk}]

set non_clock_inputs [all_inputs -no_clocks]
set_input_delay [expr $clk_period * $clk_io_pct] -clock clk0 $non_clock_inputs
set_output_delay [expr $clk_period * $clk_io_pct] -clock clk0 [all_outputs]
==> run summary <==
status: finished clean
pin count of the biggest net entering global routing: 26
aoi share: 0.109
Crit Path Category: in -> reg
vias in the first global route: 2966
Multiplexer share: 0.0376
routability cong.: 0.866
CP Data Required Time: 4140 ps
count of unclocked register or latch pins: 17
initial antenna violation count: 0
M1 GR Usage: 0.213
root buf cell: clkbuf_16
hold path cells: 0
cells in synth_stat.txt: 409
H-tree levels: 3
Worst EP arrival: 3470 ps
1st-pass router iterations: 6
EDFF count, synth: 63
Post-CTS Setup Bufs: 0
Adder Area Share: 0.0275
Hold Path Origin: Tstep_Q[1]
Top Layout Cells: edfxtp_1 (63), nand2_1 (32), clkdlybuf4s50_1 (29)
most frequent logic cell in the layout: edfxtp_1
I/O pin count: 32
row cnt: 46
Avg Synthesized Cell Area: 11.8 sq um
met2 Use GR: 0.201
CP Launch Type: primary input
ANT cells: 0
unrepaired setup endpoints after global routing: no
Worst Setup SP: DIN[1]
hold violation count in the final report: 0
GRT busiest layer: met1
FP Core Util: 0.305
WL/cell: 16.1 um
total leakage power: 1.97 nW
Slew @ Worst Pin: 820 ps
endpoints left unconstrained: 80
# setup viols final: 0
GRT overflow: 0
simple share: 0.130
die width: 129 um
Endpoint, Worst Hold: Tstep_Q[3]
DR iter-0 viols: 233
Pwr Total: 0.00361 W
RR Endpoint: Reg_G.Q[6]
max-cap viol count: 0
Tool Warnings: 25
Longest Clk Path Bufs: 2
r2r worst-path depth: 13
antenna viol nets, final: 0
Slew Viols, Final: 0
distinct cell type count after synthesis: 49
worst-path maximum fanout: 3
synthesized netlist cell count: 409
layout cells sized above 1: 0.0557
hold buffers post-CTS: 0
DP Area: 5250 sq um
yosys stat chip area: 4830 sq um
Yosys Warn Count: 140
Core Region: 15800 sq um
Critical Path End Type: flip-flop
area delta synth->final: 14.1%
DR vias: 3057
xor+xnor area frac: 0.0236
IO Port Bufs: 29
post-route DRC violation count: 0
Place WS: 332 ps
Routed Wire Length: 10400 um
Max Clk Rate: 0.309 GHz
worst hold-check path type: reg -> reg
post-layout worst setup margin: 667 ps
Main synth FF type: edfxtp_1
global-route usage over all layers: 0.138
GRT met3 Usage: 0.0500
worst r2r src: pc.Count[1]
first-pass GRT wire length: 16300 um
Dominant comb cell: simple AND/OR/NAND/NOR gates
ys async rst share: 0.108
slowest CP cell: fa_1
die height: 129 um
Slew HR: 0.453
Clock Pin Slew Worst Setup and Hold Paths: 70 ps
critical path cell sequence: clkdlybuf4s50_1, mux2i_1, o21ai_0, mux2i_1, a311oi_1, a21oi_1, inv_1, fa_1, nor2b_1, o21ai_0, a21boi_1, o21ai_0, nor2b_1, xnor2_1
setup TNS: 0 ps
reg2reg setup slack: 1100 ps
Post-Syn Area: 4830 sq um
Peak VDD IR: 0.409 mV
PwrDens: 654 nW/um^2
Setup Skew: 8.31 ps
fin crit share: 0.829
design area: 5510 sq um
# resized after CTS: 0
TritonCTS clock tree: built
min Tclk post-route: 3230 ps
Post-synth regs: 120
clk latency late pin: 340 ps
DIE AREA: 16600 sq um
detailed placer's ending HPWL: 7280 um
via/cell ratio: 4.72
number of buffers created by CTS: 9
CP most frequent cell: o21ai_0
Largest stage delay, worst path: 440 ps
logic make-up after synthesis:
| family | after synthesis |
|---|---|
| mux | 18 |
| other cells | 2 |
| compound gates | 81 |
| xor+xnor | 13 |
| fa+ha+maj | 10 |
| flops | 103 |
| simple gates | 122 |
| latches | 17 |
| buf+inv | 43 |
synthesized netlist by cell type, types with 7 or more instances:
cell | number | area (sq um)
nand3_1 | 7 | 35.0
ha_1 | 9 | 113
buf_4 | 13 | 97.6
nor2b_1 | 15 | 93.8
o21ai_1 | 8 | 40.0
dlxtn_1 | 17 | 255
o21ai_0 | 14 | 70.1
a311oi_1 | 8 | 70.1
edfxtp_1 | 63 | 1890
nand2b_1 | 15 | 93.8
dfrtp_1 | 12 | 300
nor3b_1 | 7 | 52.6
nor2_1 | 26 | 97.6
o31ai_1 | 8 | 60.1
xnor2_1 | 7 | 61.3
dfxtp_1 | 27 | 541
inv_1 | 18 | 67.6
nor3_1 | 9 | 45.0
a21oi_1 | 21 | 105
mux2i_1 | 17 | 170
nand2_1 | 32 | 120
cell type report:
type,instances,area (sq um)
well taps,216,270
clock inverters,5,32.5
multi-input cells,246,1590
clock buffers,11,233
flip-flops and latches,120,3010
repair buffers,31,305
inverters,18,67.6
fillers,1511,10300
flip-flops by register name, summed over array words and instances (netlist names), 9 cells and up:
signal	cells
Reg_0.Q	9
Reg_1.Q	9
Reg_2.Q	9
Reg_3.Q	9
Reg_4.Q	9
Reg_5.Q	9
Reg_6.Q	9
Reg_ADDR.Q	9
Reg_G.Q	9
Reg_IR.Q	9
pc.Count	9
per-layer routing:
metal,share of wire,routed length (um),up-vias
met1,0.46,4830,1462
li1,-,-,1482
met2,0.44,4600,104
met4,0.012,124,0
met5,0,0,-
met3,0.083,871,9
power by group:
| part | leakage (nW) | internal, W | total (W) | switching (W) |
|---|---|---|---|---|
| clock | 0.124 | 0.000432 | 0.000816 | 0.000384 |
| sequential | 1.08 | 0.00150 | 0.00167 | 0.000170 |
| combinational | 0.764 | 0.000557 | 0.00112 | 0.000566 |
stage by stage:
stage / util / hold slack, ps / instances
floorplan: - / 331 / 409
global placement: 0.332 / 333 / 631
detailed placement: 0.332 / 340 / 631
CTS: 0.348 / 355 / 647
global route: 0.348 / 369 / 647
finish: 0.348 / 352 / 647
critical path: cells and delay by family:
kind / cells / cell delay (ps)
and+or+nand+nor: 2 / 280
xor gates and xnor gates: 1 / 120
adders and majority gates: 1 / 440
muxes: 2 / 300
buffers and inverters: 2 / 570
AOI/OAI and AO/OA: 6 / 970
worst max-delay path by stage:
| stage | end | cells past startpoint | slack (ps) |
|---|---|---|---|
| global route | Reg_G.Q[6] | 14 | 450 |
| CTS | Reg_G.Q[6] | 14 | 680 |
| finish | Reg_G.Q[6] | 14 | 670 |
Power and IR drop assume default switching activity.
